## ./design.v

```verilog
module Ewma_rssi
    (
    input logic                 rst_h,
    input logic                clk_h,  
    input logic             EnableEwma,
    input logic   [31:0]           rssi, 
    output  logic    [31:0]    ewma_rssi, 
    output logic            endEwma,
    output logic            EnableDecision  
    );
typedef enum logic [1:0] {Monitor =2'b00, Ewma = 2'b01, Init = 2'b10} state;
 state next_state;
  logic   [31:0] state_rssi, state_rssi25, real_rssi, ewmaRSSI;
  assign ewma_rssi = ewmaRSSI;
  always_ff @(posedge clk_h, negedge rst_h) begin
    if(rst_h == 1'b0)  begin
    endEwma = 0; 
    ewmaRSSI =0;
    state_rssi = 0;
    real_rssi = 0;
    state_rssi25 =0;
    next_state = Init;
  end           
  else  begin 
  case(next_state) 
      Init : begin 
            if(EnableEwma) begin
             state_rssi[29:0] =rssi[30:1];
             state_rssi[30] = 1'b0;
             state_rssi[31]= rssi[31]; 
             state_rssi25[28:0] =rssi[30:2];
             state_rssi25[30:29] = 2'b00;
             state_rssi25[31]= rssi[31]; 
             endEwma = 1; 
             next_state = Monitor;
            end
      end
      Ewma: begin
          ewmaRSSI = real_rssi + state_rssi + state_rssi25;
          ewmaRSSI[31] = real_rssi[31]; 
          state_rssi[29:0] = ewmaRSSI[30:1];
          state_rssi [30] = 0;
          state_rssi[31] = ewmaRSSI[31];
          state_rssi25[28:0] =ewmaRSSI[30:2];
          state_rssi25[30:29] = 2'b00;
          state_rssi25[31]= ewmaRSSI[31];  
          endEwma = 1; 
          EnableDecision = 1; 
          next_state=Monitor;
      end
      Monitor : begin
      endEwma = 0;
      EnableDecision = 0; 
      if(EnableEwma) begin
        real_rssi[28:0]=rssi[30:2];
        real_rssi[30:29]=2'b00;
        real_rssi[31]=rssi[31];
        next_state=Ewma;
      end
      else next_state=Monitor;
      end
    default : next_state=Init;            
    endcase        
    end
  end
endmodule
```

## ./run.sh

```bash
#!/bin/bash
# OpenROAD 26Q1-2900-gdf79404cd8, Yosys 0.63+post, stock flow scripts
make -C /OpenROAD-flow-scripts/flow DESIGN_CONFIG=/design/flow/config.mk WORK_HOME=/design/flow/orfs finish
```

## ./config.mk

```make
export PLATFORM = sky130hd
export DESIGN_NAME = Ewma_rssi
export DESIGN_NICKNAME = Ewma_rssi
export VERILOG_FILES = /design/flow/design.v
export SDC_FILE = /design/flow/constraint.sdc
export NUM_CORES = 4
export LEC_CHECK = 1
export CORE_UTILIZATION = 40
```

## ./constraint.sdc

```tcl
current_design Ewma_rssi

set clk_period 12.3
set clk_io_pct 0.2

create_clock -name clk0 -period $clk_period [get_ports {clk_h}]

set non_clock_inputs [all_inputs -no_clocks]
set_input_delay [expr $clk_period * $clk_io_pct] -clock clk0 $non_clock_inputs
set_output_delay [expr $clk_period * $clk_io_pct] -clock clk0 [all_outputs]
```

==> out/qor.json <==
{
  "syn-mean-instance-area": {"value": 10.27, "unit": "um2"},
  "cts-hold-fix-buffers": {"value": 0},
  "timing_worst_slew_pin_value": {"value": 722.3, "unit": "ps"},
  "openroad.warnings": {"value": 26},
  "wire_length_of_the_first_global_routing_pass": {"value": 23.67, "unit": "mm"},
  "yosys-top-cells-area": {"value": "sky130_fd_sc_hd__dfrtp_1, sky130_fd_sc_hd__fa_1, sky130_fd_sc_hd__mux2_2"},
  "synth.distinct_cells": {"value": 57},
  "synth.yosys.num_cells": {"value": 588},
  "asyncSetResetFlopFracSynth": {"value": 98.97, "unit": "%"},
  "boundaryPins": {"value": 69},
  "final.setup.tns": {"value": 0, "unit": "ps"},
  "antenna_violating_nets_post_route": {"value": 0},
  "fmax": {"value": 0.2569, "unit": "GHz"},
  "initial_antenna_violation_count": {"value": 0},
  "synthDominantCellAreaShare": {"value": 39.38, "unit": "%"},
  "buffer_ports.inserted": {"value": 67},
  "postCtsResizedCells": {"value": 0},
  "grt_setup_unrepaired": {"value": "false"},
  "die_height": {"value": 124.9, "unit": "um"},
  "route.final.wire_length": {"value": 13.90, "unit": "mm"},
  "viasPerCell": {"value": 5.557},
  "antennaDiodeCount": {"value": 0},
  "timing.critical_path.from_type": {"value": "primary input"},
  "flop_area": {"value": 0.002435, "unit": "mm2"},
  "cp_data_required_time": {"value": 12540, "unit": "ps"},
  "grt_max_degree": {"value": 58},
  "final_layout_size_suffix_gt1_share": {"value": 11.52, "unit": "%"},
  "ys_chip_area": {"value": 0.006037, "unit": "mm2"},
  "syn_inst": {"value": 588},
  "grt_pass1_vias": {"value": 4680},
  "clock_latency_on_the_worst_skew_pair": {"value": 360, "unit": "ps"},
  "final_routed_drc_violation_total": {"value": 0},
  "fin_crit_sh": {"value": 31.64, "unit": "%"},
  "ctsLongestPathBuffers": {"value": 2},
  "most-common-layout-cells": {"value": "sky130_fd_sc_hd__dfrtp_1, sky130_fd_sc_hd__clkdlybuf4s50_1, sky130_fd_sc_hd__o21ai_0, sky130_fd_sc_hd__nand2_1, sky130_fd_sc_hd__a21oi_1"},
  "vias": {"value": 4640},
  "cp_data_arrival_time": {"value": 4130, "unit": "ps"},
  "synth-seq-area-share": {"value": 40.31, "unit": "%"},
  "fp.dieW": {"value": 124.9, "unit": "um"},
  "timing.final.setup_violations": {"value": 0},
  "placedCellCount": {"value": 819},
  "layout_utilization": {"value": 49.30, "unit": "%"},
  "filler_cell_count": {"value": 1285},
  "ff2ff_setup_slack": {"value": 8650, "unit": "ps"},
  "min_path_type": {"value": "register to register"},
  "area.combinational": {"value": 0.003420, "unit": "mm2"},
  "cts_max_level": {"value": 3},
  "fin_worst_skew": {"value": 11.37, "unit": "ps"},
  "grt_overflow_total": {"value": 0},
  "routed_wire_length_per_instance": {"value": 16.64, "unit": "um"},
  "instances_no_fill": {"value": 835},
  "ctsRootBufferMaster": {"value": "sky130_fd_sc_hd__clkbuf_16"},
  "relSlewSlack": {"value": 51.85, "unit": "%"},
  "global_placement_routability_congestion": {"value": 0.8832},
  "grt.total_usage": {"value": 19.66, "unit": "%"},
  "lay_top_count": {"value": "sky130_fd_sc_hd__dfrtp_1"},
  "cts_tree": {"value": "done"},
  "edf_count": {"value": 1},
  "finalWorstPathRequiredPeriod": {"value": 3892, "unit": "ps"},
  "outcome": {"value": "finished, final reports clean"},
  "clk_pin_slew_worst_paths": {"value": 70, "unit": "ps"},
  "cts_inserted_buffers": {"value": 9},
  "number_of_buffers_inserted_to_repair_setup_after_cts": {"value": 0},
  "yosys_most_used_dff": {"value": "sky130_fd_sc_hd__dfrtp_1"},
  "initial_core_util": {"value": 41.23, "unit": "%"},
  "worst-setup-path-type": {"value": "primary input to register"},
  "length_of_the_first_detailed_routing_pass_in_iterations": {"value": 21},
  "synth_flop_count": {"value": 97},
  "worstPathMaxFanout": {"value": 13},
  "mappedNetlistArea": {"value": 0.006037, "unit": "mm2"},
  "design.die.area": {"value": 0.01559, "unit": "mm2"},
  "yosysWarnings": {"value": 1},
  "timing_max_transition_violations_final": {"value": 0},
  "setup.worst_path.end_class": {"value": "register"},
  "layout-area-overhead-vs-synth": {"value": 19.59, "unit": "%"},
  "cell_accounting_for_the_most_synthesized_area": {"value": "sky130_fd_sc_hd__dfrtp_1"},
  "numClockSinks": {"value": 97},
  "rows": {"value": 44},
  "core_area": {"value": 0.01464, "unit": "mm2"},
  "detailed_placement_wirelength_estimate": {"value": 9.873, "unit": "mm"},
  "maxCapViolations": {"value": 0},
  "drtIter0Drc": {"value": 291},
  "finalHoldViolCount": {"value": 0}
}
## synthesized netlist by cell type, types with 3 or more instances
library cell,count
sky130_fd_sc_hd__inv_1,21
sky130_fd_sc_hd__o2111ai_1,3
sky130_fd_sc_hd__xnor2_1,16
sky130_fd_sc_hd__clkbuf_1,25
sky130_fd_sc_hd__mux2i_1,10
sky130_fd_sc_hd__a21oi_1,47
sky130_fd_sc_hd__nor3_1,7
sky130_fd_sc_hd__o211ai_1,4
sky130_fd_sc_hd__nand4_1,3
sky130_fd_sc_hd__o21ai_0,63
sky130_fd_sc_hd__nor2_1,35
sky130_fd_sc_hd__nand2b_1,3
sky130_fd_sc_hd__nand3_1,5
sky130_fd_sc_hd__a21o_1,6
sky130_fd_sc_hd__o22ai_1,3
sky130_fd_sc_hd__o21a_1,9
sky130_fd_sc_hd__xor2_1,5
sky130_fd_sc_hd__fa_1,30
sky130_fd_sc_hd__dfrtp_1,95
sky130_fd_sc_hd__mux2_2,42
sky130_fd_sc_hd__a21boi_0,4
sky130_fd_sc_hd__ha_1,29
sky130_fd_sc_hd__o21bai_1,4
sky130_fd_sc_hd__nor2b_1,5
sky130_fd_sc_hd__and3_1,9
sky130_fd_sc_hd__a31oi_1,5
sky130_fd_sc_hd__nand2_1,61
## layer usage
| metal | global-route usage [%] | vias up | wire [um] |
|---|---|---|---|
| li1 | - | 2224 | - |
| met1 | 29.91 | 2275 | 6439 |
| met2 | 30.37 | 132 | 6465 |
| met3 | 4.729 | 9 | 835 |
| met4 | 2.869 | 0 | 155 |
| met5 | 0 | - | 0 |
## final cells by class
type                       instances  share of cell area [%]
sequential                        97                   33.73
clock inverter                     6                   1.334
clock buffer                      10                   3.310
timing repair buffer              74                   9.983
inverter                          21                   1.092
multi-input combinational        443                   47.37
tap                              184                   3.189
## logic make-up after synthesis
kind of cell    count (synthesis)  synth area share (%)
mux                            53                 9.741
flops                          97                 40.31
compound gates                172                 17.47
simple gates                  138                 10.42
fa+ha+maj                      59                 15.96
xor+xnor                       21                 3.047
buf+inv                        48                 3.047
## worst paths after layout
path	cells after the start	from	endpoint
worst min register to register	1	ewmaRSSI[15]	ewmaRSSI[15]
worst min-delay path	1	ewmaRSSI[15]	ewmaRSSI[15]
worst max register to register	10	state_rssi25[0]	state_rssi25[25]
worst max-delay path	7	EnableEwma	state_rssi25[27]
max in group asynchronous	3	rst_h	state_rssi25[11]
min in group asynchronous	2	rst_h	ewmaRSSI[26]
## flip-flops by register name, indices dropped and copies added, names as in the netlist
name / flops
state_rssi25: 29
state_rssi: 1
endEwma: 1
ewmaRSSI: 32
EnableDecision: 1
next_state: 3
real_rssi: 30
## critical path, stage by stage
cell and delay (ps):
sky130_fd_sc_hd__clkdlybuf4s50_1 460, sky130_fd_sc_hd__nand2_1 130, sky130_fd_sc_hd__o21ai_1 90, sky130_fd_sc_hd__nand2_1 500
sky130_fd_sc_hd__nor2_1 140, sky130_fd_sc_hd__a221oi_1 260, sky130_fd_sc_hd__nand2_1 90
## through the flow
step                instance area, um2  hold WS, ps  setup WS (ps)
floorplan                         6037        427.9           8817
global placement                  6884        463.2           8103
detailed placement                6884        470.4           8049
CTS                               7219        486.6           8430
global route                      7219        502.7           8288
finish                            7219        479.9           8408
