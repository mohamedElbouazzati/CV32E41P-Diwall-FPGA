### flow/config.mk
export PLATFORM = sky130hd
export DESIGN_NAME = Ewma_Decision
export DESIGN_NICKNAME = Ewma_Decision
export VERILOG_FILES = /design/flow/design.v
export SDC_FILE = /design/flow/constraint.sdc
export NUM_CORES = 4
export LEC_CHECK = 1
export CORE_AREA = 10 10 70 70
export DIE_AREA = 0 0 80 80
### flow/constraint.sdc
current_design Ewma_Decision

set clk_period 1.2
set clk_io_pct 0.2

create_clock -name clk0 -period $clk_period [get_ports {clk_h}]

set non_clock_inputs [all_inputs -no_clocks]
set_input_delay [expr $clk_period * $clk_io_pct] -clock clk0 $non_clock_inputs
set_output_delay [expr $clk_period * $clk_io_pct] -clock clk0 [all_outputs]
### flow/design.v
module Ewma_Decision
    (
    input logic                 rst_h,
    input logic                clk_h,  
    input logic             EnableDecision,
    input logic [31:0]         ewma_rssi, 
    output logic           Alert_Jamming   
    );
    logic  [31:0]  ewma_sig;
    logic  [31:0]   UCL = 4294967231;  
    logic  [31:0]   LCL = 4294967190;  
    logic [31:0] alert_counter = 0;
    logic alert;
    assign Alert_Jamming = alert;
    assign ewma_sig  = ewma_rssi;
always_ff @(posedge clk_h, negedge rst_h) begin
    if(rst_h == 1'b0)  begin
        alert = 0;
        alert_counter = 0;
  end 
    else begin
    if(EnableDecision) begin 
            if(ewma_sig>UCL)begin
                alert = 1'b1;
                alert_counter = alert_counter +1;
            end
            else if(ewma_sig<LCL)begin
                alert = 1'b1;
                alert_counter = alert_counter +1;
            end
            else begin alert = 1'b0;
            end     
        end
    end    
end
endmodule    
### flow/run.sh
#!/bin/bash
# OpenROAD 26Q1-2900-gdf79404cd8, Yosys 0.63+post, stock flow scripts
make -C /OpenROAD-flow-scripts/flow DESIGN_CONFIG=/design/flow/config.mk WORK_HOME=/design/flow/orfs finish
==> GITHUB_STEP_SUMMARY <==
## Synthesis and layout report

| Metric | Value |
|---|---|
| Drc violations | `0` |
| Final Max Tran Viols | `0` |
| Die W | `about 80 um` |
| Share of cells above drive strength 1 | `0.0400` |
| Worst Setup End Kind | `flop` |
| Post-Syn Area per Cell | `slightly above 7 um2` |
| Sw Pwr | `roughly 26 uW` |
| Overflow after GRT | `0` |
| WHS | `about 0.39 ns` |
| Post-Layout Inst Area | `514 um2` |
| Yosys stat cell total | `16` |
| Insertion Delay late pin | `0 ns` |
| Max reg flops | `1` |
| Hold-fix buffers, CTS | `0` |
| Static leakage | `0.000216 uW` |
| Routed WL | `~1400 um` |
| Post-route insts no fill | `roughly 97` |
| Final Core Density | `0.151` |
| Dominant cell area share | `0.330` |
| Gr usage total | `0.0395` |
| Max-Cap Viols | `0` |
| Post-synthesis cell area | `between 100 and 150 um2` |
| Drt pass-1 iters | `2` |
| Largest net degree at the start of global routing | `3` |
| Init Core Util | `0.0333` |
| Power Total | `138 uW` |
| Worst-Margin Slew | `0.148 ns` |
| Synth Warn # | `1` |
| Synth Register Bits | `1` |
| Commonest non-fill, non-tap cells in the layout | `dlygate4sd2_1 (16), clkdlybuf4s50_1 (14), nand4_1 (6), dlymetal6s2s_1 (4), nor2_1 (2)` |
| Worst path slowest cell | `clkdlybuf4s50_1` |
| Critical Path RT | `about 1.1 ns` |
| Pwr dens | `about 270 nW/um2` |
| FP Rows | `21` |
| IO buf count | `34` |
| Synthesized instance count | `16` |
| Die Area | `around 6400 um2` |
| Max Freq | `roughly 0.85 GHz` |
| Max_slew headroom | `0.900` |
| Switch share | `0.189` |
| Worst-path maximum fanout | `1` |
| Peak VDD IR | `0.0000703 V` |
| Clock Skews | `0 ns` |
| Int Pwr | `~110 uW` |
| Startpoint Class | `primary input` |
| Total I/O pin count | `36` |
| Area leader, netlist | `nand4_1` |
| Top cells by area | `nand4_1 (33%), dfrtp_1 (22%), a41oi_1 (7.7%)` |
| Setup bufs post-CTS | `0` |
| Clock transition at path regs | `0 ns` |
| Max incr delay on CP | `0.47 ns` |
| CP Cell Sequence | `clkdlybuf4s50_1 -> nand4_1 -> nor3_2 -> a41oi_1` |
| Layout filler cell count | `approximately 400` |
| First-pass GRT wire length | `between 1500 and 2000 um` |
| Vias/cell | `~2.9` |
| Most common logic cell in the routed design | `dlygate4sd2_1` |
| Endpoints failing setup | `0` |
| Post-route ant nets | `0` |
| Core region area | `3420 um2` |
| Via Count | `282` |
| Final hold violations | `0` |
| Total placed cells including tap cells | `approximately 96` |
| Area reported by Yosys stat | `about 110 um2` |
| Die H | `about 80 um` |
| Comb power frac | `0.751` |
| Sequential cell area fraction in the yosys report | `0.220` |
| Clock power frac | `0` |
| Kind of critical path | `primary input to flop` |
| Vias in the first global route | `332` |
| Fin crit share | `0.979` |
| Area growth syn-to-layout | `352%` |
| Initial antenna violation count | `1` |
| HP Class | `primary input to asynchronous set/reset pin` |
| Count of tool warnings | `29` |
| Min Tclk post-route | `around 1.2 ns` |
| Arrival time at the worst endpoint | `roughly 1.0 ns` |
| Register share of total power | `0.249` |
| Initial DRC Count | `7` |
| Post-synth cell types | `10` |
| Final Wtd Congestion | `approximately 0.8` |
| Cell Area, Placed | `slightly above 500 um2` |
| DR WL/cell | `14.2 um` |
| Status | `finished, final reports clean` |
## cells by family (layout without fill, tap and decap cells)
group / Yosys count / in the layout / synth area share
and+or+nand+nor: 11 / 11 / 0.527
buffers and inverters: 0 / 34 / 0
DFF: 1 / 1 / 0.220
other: 0 / 1 / 0
AOI/OAI and AO/OA: 4 / 4 / 0.253
## repair_timing
item / in CTS / in global routing
resized: 17 / 5
endpoints found under the hold margin: 0 / 0
setup endpoints to repair: 1 / 1
pin swaps: 6 / 5
## worst paths after layout
| kind | start | cells after the start | to | slack [ns] |
|---|---|---|---|---|
| setup / recovery | ewma_rssi[8] | 4 | alert | 0.03 |
| hold / removal | rst_h | 1 | alert | 0.39 |
| setup reg to reg | alert | 2 | alert | 0.55 |
| hold reg to reg | alert | 2 | alert | 0.57 |
| max in group asynchronous | rst_h | 1 | alert | 0.71 |
| min in group clk0 | alert | 2 | alert | 0.57 |
## final cells by class
cell class	count	area (um2)	area share
multi-input cells	15	98.8	0.192
repair buffers	34	330	0.642
well taps	46	57.6	0.112
diodes	1	2.50	0.00487
flip-flops and latches	1	25.0	0.0487
## stage by stage
| step | setup WS, ns | TNS (ns) |
|---|---|---|
| floorplan | 0.452 | 0 |
| global placement | -0.0733 | -0.0733 |
| detailed placement | -0.0882 | -0.0882 |
| CTS | 0.00596 | 0 |
| global route | -0.0296 | -0.0296 |
| finish | 0.0251 | 0 |
## Yosys cell counts (all sizes together)
master and number:
nand4 6, nor2 2, a211oi 1, a21oi 1, a41oi 1, dfrtp 1, nand2 1, nand2b 1
nor3 1, o21bai 1
## metal layers
layer | vias to the layer above | routed length, um | GRT usage
met5 | - | 0 | 0
met4 | 0 | 0 | 0
met3 | 0 | 156 | 0.0216
met2 | 14 | 683 | 0.0706
met1 | 130 | 537 | 0.0424
li1 | 138 | - | -
## worst max-delay path, delay by kind of cell
kind	cells	cell delay [ns]
buffers and inverters	1	0.47
AOI/OAI and AO/OA	1	0.12
and+or+nand+nor	2	0.21
## power groups by stage
stage	Combinational, uW	Clock, uW	Sequential, uW
final	104	0.00223	34.3
after global routing	110	0	34.3
after CTS	106	0	34.3
Power and IR drop assume default switching activity.
