$ cat flow/run.sh
#!/bin/bash
# OpenROAD 26Q1-2900-gdf79404cd8, Yosys 0.63+post, stock flow scripts
make -C /OpenROAD-flow-scripts/flow DESIGN_CONFIG=/design/flow/config.mk WORK_HOME=/design/flow/orfs finish
$ cat flow/config.mk
export PLATFORM = sky130hd
export DESIGN_NAME = HPMtracer_synth
export DESIGN_NICKNAME = HPMtracer_synth
export VERILOG_FILES = /design/flow/design.v
export SDC_FILE = /design/flow/constraint.sdc
export NUM_CORES = 4
export LEC_CHECK = 1
export CORE_AREA = 10 10 213 213
export DIE_AREA = 0 0 223 223
$ cat flow/constraint.sdc
current_design HPMtracer_synth

set clk_period 16.3
set clk_io_pct 0.2

create_clock -name clk0 -period $clk_period [get_ports {clk_h}]

set non_clock_inputs [all_inputs -no_clocks]
set_input_delay [expr $clk_period * $clk_io_pct] -clock clk0 $non_clock_inputs
set_output_delay [expr $clk_period * $clk_io_pct] -clock clk0 [all_outputs]
$ cat flow/design.v
(* DONT_TOUCH = 1 *)
module HPMtracer_synth(
    input logic                rst_h,
    input logic                clk_h,
    input logic [11:0]        csr_add,
    input logic [31:0]        csr_data,
    input logic [2:0][63:0]   HPM,
    output logic [2:0][63:0]   HPMout,
    input logic                 EndDetect,
    output logic                EnableDetect,
    input logic          [1:0]  target
    );
    bit          enableS1;
    bit         disableS1;
    assign enableS1 = (csr_add == 12'h320 )&&(csr_data ==32'h0000);
    assign disableS1 = (csr_add == 12'h320 )&&(csr_data ==32'hFFFFFFFF); 
   typedef enum logic [1:0] {M=2'b11, R=2'b01, W=2'b10} state;
   state next_state;
always_ff @(posedge clk_h, negedge rst_h) 
begin
  if(rst_h == 1'b0) begin
  EnableDetect=0;  
  HPMout <=0;
  next_state <= W;
  end
  else begin
            case(next_state)
             W: begin
                EnableDetect=0;  
                HPMout <=0;
                if(enableS1) 
                begin 
                   next_state=M;
                end
                else begin 
                   next_state=W;
                end
                end 
            M: begin
                if(disableS1) begin 
                    next_state=R;
                    EnableDetect=1;  
                    HPMout <=HPM;
                end
                else begin 
                 next_state =M;
                 EnableDetect=0;  
                 HPMout <=0;     
                end
                end 
            R: begin
                if(EndDetect) begin
                     EnableDetect =0;
                     HPMout <= 0;
                     next_state=W;
                end  
                else begin 
                        EnableDetect =0;
                        HPMout <= HPM;
                        next_state=R;
                end
            end
            default: next_state = W;         
            endcase
  end
end
endmodule : HPMtracer_synth
==> deck_impl_summary.md <==
Key Metrics from the Run

Outcome
  – Status: finished, final reports clean

Finish
  – Register area: 4910 sq um
  – Synthesis-to-layout area growth: 58.0%
  – Layout cell share with drive strength beyond 1: 16.4%
  – Multi-input logic area: 3270 sq um
  – # fillers: 3978
  – Finished Layout Cells: 1817
  – Post-layout util: 35.8%

Timing
  – Final setup skew: 0.0210 ns
  – Final setup violation count: 0
  – Max-slew headroom: 46.8%
  – RSZ-0062 raised after global routing: false
  – Slew @ Worst Pin: 0.799 ns
  – Min Tclk post-route: 6.42 ns
  – Sum Neg Setup Slack: 0 ns
  – Slew Limit Fails: 0
  – Final hold vios: 0
  – Tcrit/Tclk final: 39.4%
  – Worst hold slack: 0.493 ns
  – Maximum clock frequency: 156 MHz

GRT
  – GR Util met3: 3.83%
  – Met2 GRT Util: 21.7%
  – First-pass GRT wire length: 51300 microns
  – Overflow after GRT: 0
  – Largest net degree at the start of global routing: 135
  – GRT Max-Usage Layer: met2
  – Total GRT Usage: 13.1%
  – Met1 Use GR: 17.2%
  – Vias in the first global route: 8175
  – Initial antenna violation count: 1

Placed design
  – IO buf count: 431
  – Cells after DPL: 1784
  – Hpwl dp: 24100 microns
  – Routability Congestion: 0.857

Logic synthesis
  – Synth Cell Area: 9260 sq um
  – Number of synthesized flops with an enable pin: 0
  – Most used DFF post-synth: dfrtp_1
  – Synth unique cells: 27
  – Biggest area cells: dfrtp_1 53%, a22oi_1 15%, o21ai_2 15%, inv_1 7.9%, buf_6 2.2%
  – Area leader, netlist: dfrtp_1
  – Count leader, synth: dfrtp_1
  – Synth Warn #: 1
  – Async set-reset flop share out of synthesis: 100%
  – Top cells by count: 195 x dfrtp_1, 194 x inv_1, 191 x a22oi_1
  – Yosys Instances: 871
  – Synth top area share: 52.7%
  – Syn_area_per_cell: 10.6 sq um
  – Post-synth seq share: 53.0%
  – Yosys reg bits: 196
  – Synth Instances: 871
  – YS chip area: 9260 sq um

Flow run
  – Number of max-cap violations: 0
  – Log Warnings: 29

Clock network
  – Clk buf depth: 2
  – Worst skew pair latency: 0.49 ns
  – CTS sink count: 196
  – Hold Buf Count CTS: 0
  – Post-CTS Setup Bufs: 0
  – CTS clk-pin slew, worst paths: 0.07 ns
  – CTS root buf: clkbuf_16
  – Cts bufs inserted: 17
  – CTS tree: yes
  – # H-tree levels: 4
  – PostCTS Resize Cnt: 0

Die
  – I/O pin count: 434
  – Die Y: 223 microns
  – Die width: 223 microns
  – Site Rows: 74
  – Core area: 40800 sq um
  – Floorplan Utilization: 22.7%
  – Chip Area: 49700 sq um

Power
  – Tot Pwr: 1050 uW
  – Power Dens Cells: 71.7 nW/um^2
  – LEAKAGE: 0.00654 uW
  – Worst vdd rail ir drop: 85.7 uV

Route
  – Via count: 7944
  – Initial DRC Count: 531
  – Drt drc: 0
  – Pre-antenna DRT Iters: 7
  – Wire length per cell: 18.4 microns
  – Vias per inst: 4.37
  – Antenna Nets Post-Route: 0
  – WL final: 33400 microns

Setup path
  – Crit path DRT: 16.66 ns
  – Largest stage delay on the critical path: 0.72 ns
  – Arrival time worst endpoint: 6.79 ns
  – Worst Path Buf+Inv: 4
  – WS Path Type: in -> reg
  – Cell mode on critical path: buf_4
  – Startpoint class of the critical path: primary input
  – Largest delay share family, worst path: buffers and inverters
  – Critical path endpoint category: flop
  – Critical-path top delay cell: buf_4
  – Worst-path cell chain: clkdlybuf4s50_1 -> nor4_1 -> and3_1 -> nand4_4 -> buf_4 -> buf_4 -> buf_4 -> o21ai_2
  – Critical Path Fanout Max: 45

Min path
  – Worst hold path type: reg -> reg
worst reg2reg max path: stages (launching register included):
cell     delay (ns)
dfrtp_1        0.44
nand4_4        0.45
buf_4          0.72
buf_4          0.75
buf_4          0.62
o21ai_2        0.10
per-layer routing:
layer | vias up | part of all wire, %
met3 | 25 | 6.7
li1 | 3843 | -
met5 | - | 0
met4 | 0 | 1.6
met1 | 3854 | 40
met2 | 222 | 51
worst paths after layout:
check | startpoint | to | slack (ns) | depth (start not counted)
min in group asynchronous | rst_h | HPMout[64] | 2.70 | 1
min reg2reg | HPMout[179] | HPMout[179] | 0.49 | 2
max in group asynchronous | rst_h | HPMout[170] | 11.85 | 3
max | csr_add[7] | HPMout[44] | 9.88 | 8
max reg2reg | next_state[2] | HPMout[44] | 13.11 | 5
min | HPMout[179] | HPMout[179] | 0.49 | 2
power by group:
part,internal [uW],switching (uW)
clock network,263,209
logic,54.9,36.7
registers,486,0.0000000000456
total,804,245
placed cells by master, fill, tap and decap left out, types with 5 or more instances in the layout:
| cell | synthesis | final |
|---|---|---|
| inv_1 | 194 | 194 |
| dfrtp_1 | 195 | 195 |
| o21ai_1 | 23 | 23 |
| nor4_1 | 9 | 9 |
| clkbuf_16 | 0 | 17 |
| inv_6 | 0 | 5 |
| o21ai_0 | 9 | 9 |
| clkdlybuf4s50_1 | 0 | 430 |
| o21ai_2 | 160 | 160 |
| buf_4 | 0 | 12 |
| nand4_1 | 8 | 8 |
| a22oi_1 | 191 | 191 |
state kept, by name (all words and copies together) (netlist names):
register      count
HPMout          192
next_state        3
EnableDetect      1
cells by family after synthesis:
kind of cell / synth area share, %
AND-OR/OR-AND: 32.7
flip-flops: 53.0
AND/OR/NAND/NOR: 2.38
buffers and inverters: 11.9
area by class of cell:
| cell class | count | share of cell area (%) |
|---|---|---|
| Antenna cell | 1 | 0.0171 |
| Clock buffer | 19 | 3.03 |
| Clock inverter | 13 | 1.32 |
| Inverter | 194 | 4.98 |
| Multi-Input combinational cell | 418 | 22.3 |
| Sequential cell | 196 | 33.5 |
| Tap cell | 532 | 4.55 |
| Timing Repair Buffer | 444 | 30.3 |
metrics by stage:
step                instance area, sq um  setup slack [ns]
finish                             14600              9.88
global route                       14600              9.64
CTS                                14600              9.82
detailed placement                 14000              9.26
global placement                   14000              9.28
floorplan                           9260             11.92
Power figures rest on the tool's default switching activity, not on a simulated workload.
